===== ./run.sh =====
#!/bin/bash
# OpenROAD 26Q1-2900-gdf79404cd8, Yosys 0.63+post, stock flow scripts
make -C /OpenROAD-flow-scripts/flow DESIGN_CONFIG=/design/flow/config.mk WORK_HOME=/design/flow/orfs finish

===== ./config.mk =====
export PLATFORM = sky130hd
export DESIGN_NAME = Booth2
export DESIGN_NICKNAME = Booth2
export VERILOG_FILES = /design/flow/design.v
export SDC_FILE = /design/flow/constraint.sdc
export NUM_CORES = 4
export LEC_CHECK = 1
export CORE_UTILIZATION = 40

===== ./constraint.sdc =====
current_design Booth2

set clk_period 40.7
set clk_io_pct 0.2

create_clock -name clk0 -period $clk_period

set non_clock_inputs [all_inputs -no_clocks]
set_input_delay [expr $clk_period * $clk_io_pct] -clock clk0 $non_clock_inputs
set_output_delay [expr $clk_period * $clk_io_pct] -clock clk0 [all_outputs]

===== ./design.v =====
module Booth2 (
    input wire[2:0] op2_slice,
    input wire[129:0] op1,
    output wire[129:0] p
);
parameter L = 0;
wire[129:0] zero;
wire[129:0] p1;  
wire[129:0] p2;  
wire[129:0] p3;  
wire[129:0] p4;  
wire[129:0] temp;
assign zero = 130'd0;
assign p1 = op1;
assign p2 = {op1[128:0], 1'b0};
assign p3 = ~op1 + 1'b1;
assign p4 = {p3[128:0], 1'b0};
assign temp = ({130{op2_slice == 3'd0}} & zero)
            | ({130{op2_slice == 3'd1}} & p1)
            | ({130{op2_slice == 3'd2}} & p1)
            | ({130{op2_slice == 3'd3}} & p2)
            | ({130{op2_slice == 3'd4}} & p4)
            | ({130{op2_slice == 3'd5}} & p3)
            | ({130{op2_slice == 3'd6}} & p3)
            | ({130{op2_slice == 3'd7}} & zero);
assign p = {temp[129-L:0], {L{1'd0}}};
endmodule

==> summary.rpt <==
==============================================================================
Area growth, synth to finish ....................................        32.3%
Final Hold Violation Tally ......................................            0
Routed WL per cell ..............................................      22.6 um
Number of sequential storage elements ...........................            0
Cell type contributing the most total cell area after synthesis . sky130_fd_sc_hd__xor2_1
Initial antenna violation count .................................            0
Most crowded layer after global routing .........................         met2
Max Cap Viol ....................................................            0
Logic family by area ............................................ simple AND/OR/NAND/NOR gates
Die Ht ..........................................................       145 um
Total number of placement rows ..................................           52
Sum of negative setup slack .....................................         0 ns
Initial core utilization ........................................        40.8%
Number of logged tool warnings ..................................           33
Max VDD drop .................................................... 0.00000504 V
Residual antenna-violating net count after detailed routing .....            0
Antenna cell count ..............................................            0
Synthesized area divided by synthesized cell count ..............     6.01 um2
Distinct cell type count after synthesis ........................           71
Total cell area reported by yosys after synthesis ...............     8230 um2
Sum of buffers and inverters on the critical path ...............            3
Synth Area in Adders ............................................       0.152%
Leading post-synthesis cells by cell area ....................... sky130_fd_sc_hd__xor2_1, sky130_fd_sc_hd__nand2_1, sky130_fd_sc_hd__o21ai_0
Core Box Area ...................................................   20,200 um2
Post-layout util ................................................        54.0%
Mux cell area share after synthesis .............................        2.87%
Sequential standard cell area ...................................        0 um2
Element type at the critical path end ...........................  output port
Relative slew margins ...........................................        32.5%
Number of instances resized during post-cts repair ..............            0
GR Layer Usage met2 .............................................        56.4%
Startpoint-to-endpoint class of the critical path ...............       in2out
Final number of setup-violating endpoints .......................            0
Final Max Tran Viols ............................................            0
Leakage component of the power ..................................   0.00348 uW
Floorplan die width .............................................       145 um
HPWL Detailed ...................................................    29,000 um
Post-Synthesis Cells ............................................        1,370
Most frequent cell on the critical path ......................... sky130_fd_sc_hd__clkdlybuf4s50_1
Period Utilization, post-route ..................................        50.9%
Period minus WS final ...........................................     20.72 ns
GRT Residual Overflow ...........................................            0
Synth Seq Share .................................................           0%
Drt pass-1 iters ................................................            6
Yosys cell count ................................................        1,370
Most frequent cell after synthesis .............................. sky130_fd_sc_hd__nand2_1
Stages on worst setup path ......................................           10
Post-cts hold buffer count ......................................            0
Netlist area before placement ...................................     8230 um2
Hold crit path type .............................................       in2out
Wire length reported by the detailed router .....................    40,300 um
Commonest cells in the netlist .................................. sky130_fd_sc_hd__nand2_1, sky130_fd_sc_hd__clkbuf_1, sky130_fd_sc_hd__o21ai_0, sky130_fd_sc_hd__nor2_1, sky130_fd_sc_hd__xor2_1
Maximum number of pins on one net before global-route repair ....           77
Maximum cell stage delay along the critical path ................      0.72 ns
Kind of start point of the critical path ........................   input port
Number of I/O pins ..............................................          263
Yosys top cell area share .......................................        10.4%
Data required time of the critical path .........................     32.56 ns
Share of synthesized cell area in and, or, nand and nor gates ...        40.3%
Via/cell ratio ..................................................         6.51
Layout cells sized above 1 ......................................        5.61%
Maximum fanout count along the critical path ....................           23
Number of clock buffers in the layout ...........................            0
Cell Chain, Critical Path ....................................... clkdlybuf4s50_1, nor4_1, nand4_1, nand3b_1, or3_1, buf_4, or4_1, xnor2_1, o221ai_1, clkdlybuf4s50_1
Max Clock Freq ..................................................   0.0483 GHz
Vias in the first global route ..................................       10,500
Transition at the pin with the smallest max-transition slack ....      1.00 ns
Count of buffers inserted at the top-level ports ................          263
Total number of vias ............................................       11,600
Synthesis Warnings ..............................................            0
Global-route wire length before repair ..........................    62,000 um
Ao+oa area frac .................................................        32.8%
Status ..........................................................    completed
Postcts setup bufs ..............................................            0
XOR-XNOR Cells, Area Fraction ...................................        16.3%
Chip Footprint ..................................................   21,100 um2
Routability congestion estimate from global placement ...........         1.01
Critical Path Source ............................................      op1[67]
Pwr Density .....................................................  10.7 nW/um2
CP Data Arrival Time ............................................     12.58 ns
Critical path's slowest cell .................................... sky130_fd_sc_hd__nand4_1
RSZ-0062 raised after global routing ............................           no
Capture point of the worst path .................................       p[126]
Met1 track utilization from global routing ......................        53.5%
GR Util All Layers ..............................................        37.4%
Initial DRC count ...............................................        1,032
Critical path's top delay family ................................ simple AND/OR/NAND/NOR gates
Met3 Use GR .....................................................        7.52%
Number of DRC violations after detailed routing .................            0
==============================================================================
-- tightest hold or removal path, stage by stage --
cell,delay (ns)
sky130_fd_sc_hd__clkdlybuf4s50_1,0.43
sky130_fd_sc_hd__inv_1,0.09
sky130_fd_sc_hd__nor2_1,0.05
sky130_fd_sc_hd__clkdlybuf4s50_1,0.39
-- metrics by stage --
stage,setup slack (ns),instances,hold slack [ns],power [uW],cell area (um2)
after global routing,19.62,1786,17.27,125,10900
final,19.98,1786,17.23,116,10900
after CTS,20.09,1786,17.24,115,10900
after global placement,20.12,1786,17.24,115,10900
after floorplan,21.85,1370,16.33,50.9,8230
after detailed placement,20.07,1786,17.23,114,10900
-- layout make-up --
| cell class | instances | area [um2] |
|---|---|---|
| Inverter | 13 | 48.8 |
| Tap cell | 270 | 338 |
| Fill cell | 2031 | 9280 |
| Multi-Input combinational cell | 1208 | 7640 |
| Timing Repair Buffer | 295 | 2860 |
-- logic make-up after synthesis --
logic type,Yosys count
multiplexers,22
adder cells (fa/ha/maj),1
AND/OR/NAND/NOR,633
AND-OR/OR-AND,399
buffers and inverters,162
XOR/XNOR,153
-- worst min-delay path by stage --
stage / slack [ns] / cells past startpoint / startpoint / end
after global routing: 17.27 / 4 / op1[0] / p[0]
final: 17.23 / 4 / op1[0] / p[0]
after CTS: 17.24 / 4 / op1[0] / p[0]
-- cells in the final DEF (no fill, tap or decap), types with 9 or more instances in the layout --
| cell type | n |
|---|---|
| sky130_fd_sc_hd__o211ai_1 | 17 |
| sky130_fd_sc_hd__clkdlybuf4s50_1 | 260 |
| sky130_fd_sc_hd__or4_1 | 25 |
| sky130_fd_sc_hd__inv_1 | 12 |
| sky130_fd_sc_hd__a21oi_1 | 59 |
| sky130_fd_sc_hd__mux2_2 | 13 |
| sky130_fd_sc_hd__o21ai_0 | 125 |
| sky130_fd_sc_hd__nor3_1 | 75 |
| sky130_fd_sc_hd__xnor2_1 | 54 |
| sky130_fd_sc_hd__o221ai_1 | 32 |
| sky130_fd_sc_hd__or3_1 | 42 |
| sky130_fd_sc_hd__nand3_1 | 35 |
| sky130_fd_sc_hd__a221o_1 | 17 |
| sky130_fd_sc_hd__a31oi_1 | 17 |
| sky130_fd_sc_hd__nor2_1 | 109 |
| sky130_fd_sc_hd__or2_2 | 10 |
| sky130_fd_sc_hd__and3_1 | 15 |
| sky130_fd_sc_hd__buf_4 | 33 |
| sky130_fd_sc_hd__o31ai_1 | 22 |
| sky130_fd_sc_hd__nand4_1 | 42 |
| sky130_fd_sc_hd__xor2_1 | 97 |
| sky130_fd_sc_hd__mux2i_1 | 9 |
| sky130_fd_sc_hd__a221oi_1 | 9 |
| sky130_fd_sc_hd__nor4_1 | 52 |
| sky130_fd_sc_hd__a22oi_1 | 40 |
| sky130_fd_sc_hd__nand2b_1 | 11 |
| sky130_fd_sc_hd__nand2_1 | 170 |
-- where the power goes --
group / switching [uW] / total (uW) / internal [uW] / leakage, uW
Clock: 0 / 0 / 0 / 0
Sequential: 0 / 0 / 0 / 0
Combinational: 55.2 / 116 / 61.0 / 0.00348
-- metal layers --
metal	routed length [um]	vias to the layer above
li1	-	5467
met1	17200	5376
met2	17500	679
met3	4200	97
met4	1420	0
met5	0	-
Power is estimated from default activity; no workload was simulated.
