`run.sh`:
```
#!/bin/bash
# OpenROAD 26Q1-2900-gdf79404cd8, Yosys 0.63+post, stock flow scripts
make -C /OpenROAD-flow-scripts/flow DESIGN_CONFIG=/design/flow/config.mk WORK_HOME=/design/flow/orfs finish
```
`config.mk`:
```
export PLATFORM = sky130hd
export DESIGN_NAME = CSAdder130
export DESIGN_NICKNAME = CSAdder130
export VERILOG_FILES = /design/flow/design.v
export SDC_FILE = /design/flow/constraint.sdc
export NUM_CORES = 4
export LEC_CHECK = 1
export CORE_AREA = 10 10 254 254
export DIE_AREA = 0 0 264 264
```
`constraint.sdc`:
```
current_design CSAdder130

set clk_period 1.0
set clk_io_pct 0.2

create_clock -name clk0 -period $clk_period

set non_clock_inputs [all_inputs -no_clocks]
set_input_delay [expr $clk_period * $clk_io_pct] -clock clk0 $non_clock_inputs
set_output_delay [expr $clk_period * $clk_io_pct] -clock clk0 [all_outputs]
```
`design.v`:
```
module CSAdder130 (
    input wire[129:0] a,
    input wire[129:0] b,
    input wire[129:0] c,
    output wire[129:0] result1,
    output wire[129:0] result2
);
wire[129:0] temp1;
wire[129:0] temp2;
FullAdder130 full_adder130(
    .a(a),
    .b(b),
    .cin(c),
    .cout(temp1),
    .s(temp2)
);
assign result1 = {temp1[128:0], 1'd0};
assign result2 = temp2;
endmodule
module FullAdder130 (
    input wire[129:0] a,
    input wire[129:0] b,
    input wire[129:0] cin,
    output wire[129:0] cout,
    output wire[129:0] s 
);
genvar i;
generate for(i = 0; i < 130; i = i+1)
    begin : gfor
        assign {cout[i], s[i]} = a[i] + b[i] + cin[i];
    end
endgenerate
endmodule
```
==> flow_summary.yaml <==
# implementation run metrics
status:
  outcome: "finished, violations left"
  violations: "negative setup slack"
worst_setup_path:
  crit_path_max_fanout: 1
  critPathRequiredTime_ps: 800
  timing.critical_path.from_type: "input pin"
  timing_worst_setup_path_type: "in -> out"
  endpoint: "result2[9]"
  critical_path_arrival_ps: 1040
  cp-end-kind: "output port"
  timing.critical_path.from: "b[9]"
run:
  timing.max_cap.violations: 0
  log.warning_count: 34
detailed_routing:
  drt-total-wl_um: 34700
  detailedRoute.firstPassIterationCount: 4
  total_drc_errors_in_the_routed_layout: 0
  detail_route.vias_per_cell: 2.62
  drt.antenna.violating_nets: 0
  antenna_cells_inserted: 0
  routed_len_inst_um: 22.3
  first_iter_violations: 70
  via_count: 4066
die:
  core_box_area_sq_um: 59000
  boundaryPins: 650
  row_count: 89
  chipWidth_um: 264
  fp-utilization_pct: 4.44
  chip_area_sq_um: 69700
  die_height_um: 264
layout:
  stdcell_area_sq_um: 9260
  post_route_cells_drive_above_1_share_pct: 99.7
  final_core_utilization_pct: 15.7
  nClkBuffers: 0
  ff_count: 0
  area.sequential_sq_um: 0
  fill_cells: 6615
  areaGrowthSynthToFinish_pct: 254
timing:
  final_setup_margin_ps: -237
  layout_worst_path_cycle_share_pct: 124
  rsz_0062_raised_after_global_routing: "yes"
  timing.final.max_slew_violations: 0
  setup-tns-final_ps: -21110
  fin_crit_ps: 1240
  setup_viol_count_final: 161
  report.final.hold_viol_count: 0
  timing.fmax_mhz: 808
clock_network:
  number_of_setup_buffers_added_after_cts: 0
  cts.hold.buffers_added: 0
power:
  comb_power_share_pct: 100.0
  p_clk_share_pct: 0
  cellLeakagePower_nw: 4.13
  ir_worst_vdd_mv: 0.260
  power.density_cell_area_nw_per_um2: 550
  switching_power_mw: 1.90
  swShare_pct: 37.3
  share_seq_of_total_power_pct: 0
  cell_internal_pwr_mw: 3.19
  p_total_mw: 5.09
grt:
  via_count_of_the_first_global_routing_pass: 5108
  number_of_antenna_violations_at_the_first_check_in_global_routing: 2
  grt_usage_pct: 9.62
  grt_pass1_wl_um: 45800
  overflow_left_after_global_routing: 0
  grt_start_max_net_pins: 2
yosys:
  netlist.top_cell.by_area: "fa_1"
  synth.lib_cells_used.distinct: 4
  ys_top_logic_family: "adder cells"
  synth-area-yosys_sq_um: 2620
  postSynthAreaPerCell_sq_um: 19.8
  synth.mux.area_fraction_pct: 0
  ys_seq_share_pct: 0
  xor_area_share_pct: 0.908
  synth_top_area_share_pct: 98.7
  synth-adder-area-share_pct: 98.7
  yosysWarningCount: 0
  synthSimpleGateAreaFrac_pct: 0
  postSynthCellCount: 132
  yosys-stat-cells: 132
  topCellsByArea: "fa_1, xor3_1, buf_4"
  syn-cell-area_sq_um: 2620
  post_synth_ao_oa_area_fraction_pct: 0
placement:
  globalplace.congestion: 0.867
  dp.final_hpwl_um: 33300
  dpl_cell_area_sq_um: 10200
  dpl_worst_slack_ps: -1110
  portBuffers: 649
worst_hold_path:
  min_path_type: "in -> out"
cells in the final DEF (no fill, tap or decap):
master,n
buf_2,343
buf_12,16
xor3_1,1
fa_2,129
buf_6,270
buf_4,3
buf_8,17
conb_1,1
metal layers:
layer / GRT usage [%] / vias to the layer above / wire, um
li1: - / 1690 / -
met1: 11.6 / 1946 / 13200
met2: 16.3 / 418 / 17100
met3: 4.19 / 12 / 4040
met4: 0.772 / 0 / 353
met5: 0 / - / 0
synthesized netlist by cell type:
cell type / n
fa_1: 129
buf_4: 1
conb_1: 1
xor3_1: 1
what timing repair did:
item / in CTS / in global routing
gates resized: 2733 / 86
pin swaps: 129 / 74
endpoints found under the setup margin: 259 / 188
worst min-delay path by stage:
stage	start	endpoint	slack [ps]	depth (start not counted)
6_report	a[114]	result1[115]	710	3
5_1_grt	a[9]	result1[10]	730	3
4_1_cts	c[31]	result1[32]	730	3
metrics by stage:
stage,std cells,hold slack [ps]
finish,1553,712
floorplan,132,486
global placement,1553,1210
CTS,1553,732
global route,1553,729
detailed placement,1553,1210
area by class of cell:
class	instances	area, sq um	share of cell area, %
Multi-Input combinational cell	131	2930	31.7
Tap cell	773	967	10.5
Timing Repair Buffer	649	5360	57.9
critical path, cell delays in order:
cell and delay, ps:
buf_6 90, fa_2 620, buf_12 120
kinds of logic after synthesis:
kind of cell               after synthesis
buffers and inverters                    1
adders and majority gates              129
other                                    1
xor gates and xnor gates                 1
power groups by stage:
stage                 Clock [mW]  Sequential, mW  Combinational, mW
after global routing           0               0               5.68
final                          0               0               5.09
after CTS                      0               0               5.19
Power is estimated from default activity; no workload was simulated.
